**flow/run.sh**
```bash
#!/bin/bash
# OpenROAD 26Q1-2900-gdf79404cd8, Yosys 0.63+post, stock flow scripts
make -C /OpenROAD-flow-scripts/flow DESIGN_CONFIG=/design/flow/config.mk WORK_HOME=/design/flow/orfs finish
```
**flow/config.mk**
```make
export PLATFORM = sky130hd
export DESIGN_NAME = overcurrent
export DESIGN_NICKNAME = overcurrent
export VERILOG_FILES = /design/flow/design.v
export SDC_FILE = /design/flow/constraint.sdc
export NUM_CORES = 4
export LEC_CHECK = 1
export CORE_AREA = 10 10 106 106
export DIE_AREA = 0 0 116 116
```
**flow/constraint.sdc**
```tcl
current_design overcurrent

set clk_period 4.2
set clk_io_pct 0.2

create_clock -name clk0 -period $clk_period [get_ports {clk}]

set non_clock_inputs [all_inputs -no_clocks]
set_input_delay [expr $clk_period * $clk_io_pct] -clock clk0 $non_clock_inputs
set_output_delay [expr $clk_period * $clk_io_pct] -clock clk0 [all_outputs]
```
**flow/design.v**
```verilog
module overcurrent(
input OCA, OCB,
input clk,
output reg ENA,
output reg ENB
);
reg [25:0] oc_delay = 0;  
reg oc_test = 0;
always @(posedge clk) begin
    if(OCA || OCB) begin
        oc_test = 1;
    end
    if(oc_test) begin
        oc_delay = oc_delay + 1;
        if(oc_delay == 0) begin
            if(OCA || OCB) begin
                ENA = 0; ENB = 0;
            end
            else begin
                ENA=1;ENB=1;  
                oc_test = 0;
            end
        end
    end
end
endmodule
```
==> run notes <==
Implementation results are summarized by area below.

Run status
The run finished with clean final reports.

CTS
The number of hold buffers added after CTS is 0. The clock insertion delay at the later pin of the skew report is 270 ps. The clock sink total is 28.

In the CTS report, the clock slew at the register clock pins of the worst setup and hold paths is listed as 90 ps. TritonCTS created 3 clock buffers. The cell sitting at the root of the clock tree is a sky130_fd_sc_hd__clkbuf_8. In this run the deepest clock path goes through 2 buffers. Looking at the clock tree report, the H-tree level count equals 1.

TritonCTS built the clock tree. After clock tree synthesis, the setup repair step added 0 buffers. The number of gates resized after CTS was 0.

Yosys
In the synthesized netlist, the number of instances is 161. Per the synthesis report, the simple-gate share of the synthesized area is 0.301. For reference, the top cells by count after synthesis are sky130_fd_sc_hd__edfxtp_1 (27), sky130_fd_sc_hd__xnor2_1 (18), sky130_fd_sc_hd__nand2_1 (14), sky130_fd_sc_hd__nand3_1 (12), sky130_fd_sc_hd__nand4_1 (11). The area share of the largest cell type after synthesis is 0.459. For this run, the register share of the synthesized area comes to 0.470. For reference, the top cells by area after synthesis are sky130_fd_sc_hd__edfxtp_1 (46%), sky130_fd_sc_hd__xnor2_1 (8.9%), sky130_fd_sc_hd__nand4_1 (3.9%). The share of synthesized area spent on multiplexers is 0.0113. The number of distinct library cell variants in the gate-level netlist after synthesis is 42. The dominant combinational cell family by area after synthesis is simple AND/OR/NAND/NOR gates. The post-synth tally of flip-flops with integrated enable is 27. The cell count listed in synth_stat.txt is 161. The compound-cell area share of the yosys netlist is 0.0453. The adder and majority gate portion of the synthesized area is 0.00708. The cell-mix breakdown from Yosys lists the XOR/XNOR area share as 0.119.

Yosys reported that registers with async set or reset make up 0. The synthesis stat section lists a flop and latch total of 28. Among all cell types in the netlist, the one instantiated most often is sky130_fd_sc_hd__edfxtp_1. Summing every instance area after synthesis gives 0.00177 mm². Per the synthesis report, the dominant area consumer among library cells is sky130_fd_sc_hd__edfxtp_1. The synthesized area divided by synthesized cell count is 11.0 µm². Per the synth stats, the flop cell with the highest instance count is sky130_fd_sc_hd__edfxtp_1.

For this run, the number of Yosys warnings is 1. The area recorded from the Yosys report for this design is 0.00177 mm².

Critical path
The category of the worst setup path launch point is a register. In this design, the largest share of critical-path delay is due to simple AND/OR/NAND/NOR gates. On the worst path, the slowest cell contributes a delay of 570 ps.

Looking at the reg2reg group, the worst path ends at ENA. The critical path endpoint has a required time of 4170 ps. The critical path startpoint is oc_delay[4].

The worst reg-to-reg setup slack is 1410 ps. Max fanout on the critical path was recorded as 10. The launch instance of the worst register-to-register path is oc_delay[4].

Counting buffers and inverters, the worst setup path is 6 cells deep. Following the worst setup path forward leads to its endpoint at ENA. The number of buffers and inverters on the critical path is 0.

The startpoint-to-endpoint class of the critical path is reg -> reg. The slowest stage of the critical path belongs to the cell sky130_fd_sc_hd__edfxtp_1. The signal on the critical path passes through nand4_4 > nor4_4 > nand4_1 > xnor2_1 > or4_4 > nor4_2.

Data arrives at the worst endpoint at 2760 ps. The depth of the worst register-to-register path is 6. The critical path capture point type is a register.

Final timing
Dividing the final minimum period by the clock period gives 0.665. The number of failing hold endpoints at the final stage is 0. The routed design could run at a clock period as short as 2790 ps. The final-layout setup total negative slack is 0 ps. The highest clock rate this design can be run at is 0.358 GHz. The worst setup skew after layout is 2.10 ps.

The transition time recorded at the tightest slew-check pin is 501 ps. The headroom to the max-slew limit is 0.663. Setup repair after global routing left no endpoint under its margin. The end-of-flow timing check tallies setup violations at 0. The max-slew violation count is 0.

Min path
The cell count of the worst hold path is 2. The class of the tightest hold or removal check is reg -> reg.

Floorplanning
The floorplan report gives the top-level pin count as 5. The count of standard-cell rows is 34. The area of the die is 0.0135 mm². The placeable core area is 0.00885 mm². The die is 116 µm tall. In the floorplan report the effective utilization is 0.200.

Measured along the x axis, the die boundary spans 116 µm.

Drt
The mean routed wirelength per cell is 11.4 µm. The remaining design rule violation count is 0. The routed design has 3.10 mm of wire. The first detailed-routing pass ran for 4 iterations. The DRC violation total after the first TritonRoute iteration is 95. Per the detail_route report, vias per standard cell equal 4.31. The antenna diode instance count is 0. The post-route antenna net violation count is 0. The routed layout has 1173 vias.

GRT
The global router's overall resource usage is 0.0493. The number of global-route vias before repair is 1110. The initial antenna violation count was 0. The first global-routing pass estimated 5.46 mm of wire. Per the GRT congestion report, total overflow comes to 0. The largest net degree at the start of global routing is 27.

Finish
The fraction of layout instances using a drive strength above 1 is 0.0976. The finished layout reports a core utilization of 0.220. The layout filler cell count is 931. Relative to the synthesized area, the layout overhead comes to 10.2%. The final instance area is 0.00195 mm².

Pwr
The power per cell area is 394 mW/mm². The worst vdd rail ir drop is 0.131 mV. Summed over all cells, the static leakage comes to 0.691 nW.

Place
The post-placement cell area is 0.00190 mm². Port buffering added 4 buffers. The half-perimeter wire length of the detailed placement result is 2.33 mm. After its last routability iteration, the placer logged a weighted congestion of 0.888.

Flow run
The number of warnings the tools reported is 25. Per the run summary, max-cap violations total 0.
-- state kept, by name, summed over array words and instances, names as in the netlist --
signal	flops
oc_delay	26
ENA	1
oc_test	1
-- routing by layer --
metal / global-route usage / vias to the layer above / part of all wire
met1: 0.0761 / 542 / 0.53
li1: - / 614 / -
met2: 0.0724 / 13 / 0.43
met5: 0 / - / 0
met4: 0.0133 / 0 / 0.029
met3: 0.00523 / 4 / 0.015
-- how the worst min path moves through the flow --
stage	from	to	slack (ps)
global route	oc_test	oc_test	610
CTS	oc_test	oc_test	570
finish	oc_test	oc_test	570
-- worst min-delay path, cell delays in order (launching register included) --
cell	delay [ps]
sky130_fd_sc_hd__dfxtp_1	320
sky130_fd_sc_hd__nor3_1	60
sky130_fd_sc_hd__a31oi_1	150
-- power by group --
group | leakage (nW) | switching, mW | internal (mW)
combinational | 0.357 | 0.0705 | 0.0706
clock | 0.0228 | 0.0778 | 0.0679
sequential | 0.312 | 0.100 | 0.380
total | 0.691 | 0.249 | 0.518
-- cell families (layout without fill, tap and decap cells) --
logic type               Yosys count  count (layout)
flip-flops                        28              28
AND-OR/OR-AND                     10              10
AND/OR/NAND/NOR                   81              81
adder cells (fa/ha/maj)            1               1
buffers and inverters             15              18
multiplexers                       2               2
XOR/XNOR                          24              24
-- per-stage QoR --
step	instances	power (mW)	setup WS (ps)	hold slack, ps
floorplan	161	0.604	1680	497
global placement	268	0.627	1460	531
detailed placement	268	0.628	1430	547
CTS	272	0.778	1410	572
global route	272	0.824	1190	608
finish	272	0.767	1410	569
-- final cells by class --
cell class / count / area, µm² / area share
timing repair buffer: 5 / 47.5 / 0.0244
clock buffer: 4 / 45.0 / 0.0231
inverter: 9 / 33.8 / 0.0174
multi-input combinational: 118 / 855 / 0.439
tap: 108 / 135 / 0.0694
sequential: 28 / 831 / 0.427
-- layout by cell type (no fill, tap or decap), types with 4 or more instances in the layout --
cell / count
sky130_fd_sc_hd__edfxtp_1: 27
sky130_fd_sc_hd__xnor2_1: 18
sky130_fd_sc_hd__nand2_1: 14
sky130_fd_sc_hd__nand3_1: 12
sky130_fd_sc_hd__nand4_1: 11
sky130_fd_sc_hd__nor2_1: 9
sky130_fd_sc_hd__inv_1: 9
sky130_fd_sc_hd__and3_1: 7
sky130_fd_sc_hd__xor2_1: 6
sky130_fd_sc_hd__nor3_1: 5
sky130_fd_sc_hd__clkdlybuf4s50_1: 4
Power figures rest on the tool's default switching activity, not on a simulated workload.
