$ cat design/flow/config.mk
export PLATFORM = sky130hd
export DESIGN_NAME = sevenseg_modded
export DESIGN_NICKNAME = sevenseg_modded
export VERILOG_FILES = /design/flow/design.v
export SDC_FILE = /design/flow/constraint.sdc
export NUM_CORES = 4
export LEC_CHECK = 1
export CORE_AREA = 10 10 77 77
export DIE_AREA = 0 0 87 87
$ cat design/flow/constraint.sdc
current_design sevenseg_modded

set clk_period 5.3
set clk_io_pct 0.2

create_clock -name clk0 -period $clk_period [get_ports {clk}]

set non_clock_inputs [all_inputs -no_clocks]
set_input_delay [expr $clk_period * $clk_io_pct] -clock clk0 $non_clock_inputs
set_output_delay [expr $clk_period * $clk_io_pct] -clock clk0 [all_outputs]
$ cat design/flow/design.v
module sevenseg_modded(
    input clk,                              
    input  [3:0] number,                    
    output reg [6:0] seg = 7'b0101010,      
    output reg [3:0] an = 4'b1110           
);
    reg [1:0] counter = 0;
    reg [3:0] digit = 4'b0000;
    always @(posedge clk) begin
        counter = counter + 1;                 
        if(counter == 0) begin                 
            an = {an[2],an[1],an[0],an[3]};    
        end
        case(an)
            4'b1110: begin
                if (number[0] == 1)begin      
                    digit = 4'd1;
                end
            end
            4'b1101: begin
                if (number[1] == 1)begin      
                    digit = 4'd2;
                end
            end
            4'b1011: begin
                if (number[2] == 1)begin      
                    digit = 4'd4;
                end
            end
            4'b0111: begin
                if (number[3] == 1)begin      
                    digit = 4'd8;
                end
            end
        endcase
    end
    always @(*) begin
        case(digit)
        4'd0: seg = 7'b1000000;  
        4'd8: seg = 7'b1000111;  
        4'd4: seg = 7'b1000110;  
        4'd2: seg = 7'b0101111;  
        4'd1: seg = 7'b0100011;  
        default: seg = 7'b1000000;  
        endcase
    end
endmodule
$ cat design/flow/run.sh
#!/bin/bash
# OpenROAD 26Q1-2900-gdf79404cd8, Yosys 0.63+post, stock flow scripts
make -C /OpenROAD-flow-scripts/flow DESIGN_CONFIG=/design/flow/config.mk WORK_HOME=/design/flow/orfs finish
==> changes_impl.md <==
## Implementation

* Mean post-synth cell area at 8.91 sq um
* Cell taking the most area after synthesis: dfxtp_1
* H-Tree Level Count at 1
* Yosys chip area at 642 sq um
* Cts hold-fix bufs at 0
* TritonCTS clock tree: done
* Final ANT Viol Nets at 0
* Mapped Cells at 72
* Layout cells sized above 1 at 0.0843
* Min Hold Slack at 0.383 ns
* Pwr per Cell Area at 206 nW/um^2
* Slew headroom at 0.620
* Critical path data required time at 4.24 ns
* Max VDD drop at 0.0811 mV
* Drt first-iter violations at 27
* Max-area cell share at 0.187
* Final setup margin at 2.49 ns
* Critical Path Sink Type: primary output
* Top Layout Cells: 14 x clkdlybuf4s50_1, 7 x nor2_1, 6 x o21ai_0, 6 x dfxtp_1
* Cell Area, Synth at 642 sq um
* Worst-Margin Slew at 0.569 ns
* Hold path depth at 1
* Pre-antenna DRT Iters at 2
* Slack of the worst reg-to-reg path at 3.25 ns
* TritonCTS Buffers at 3
* Worst Hold Class: reg2reg
* Fp util at 0.147
* NetSw at 0.0331 mW
* Switching portion of total power at 0.191
* Comb area at 334 sq um
* Post-synth ARST share at 0
* Hold Fails Final Rpt at 0
* Overall power at 0.173 mW
* R2R depth at 5
* Combinational power share at 0.063
* FF/Latch Area at 240 sq um
* Yosys Instances at 72
* Commonest Layout Cell: clkdlybuf4s50_1
* Die Span Y at 87 um
* Fin crit share at 0.531
* Resize count post-CTS at 0
* Routed WL at 1230 um
* RSZ-0062 raised after global routing: no
* Post-CTS Setup Inserts at 0
* Leak at 0.259 nW
* Tmin final at 2.81 ns
* Main flop type: dfxtp_1
* Vias per Instance at 3.72
* Setup TNS at 0 ns
* DIE WIDTH at 87 um
* Largest net degree at the start of global routing at 12
* Fill count at 467
* Status: completed
* Worst hold start: counter[0]
* Area growth syn-to-layout at 30.8%
* Worst slack at placement at 2.50 ns
* Reg clk slew, reported paths at 0.05 ns
* PortBufs at 14
* Crit Path Category: reg2out
* Cell Type Count at 29
* Io pins at 16
* OpenROAD warnings at 25
* Setup Skew at 0.00428 ns
* Detail Placement HPWL at 984 um
* Dpl cells at 131
* Internal at 0.140 mW
* Util after Layout at 0.193
* Initial antenna violation count at 0
* First-pass GRT wire length at 2140 um
* Critical path fanouts, max at 7
* Total track usage at 0.0341
* Flop pwr share at 0.490
* Clk network pwr share at 0.447
* Maximum root-to-sink buffer count at 2
* Worst skew pair latency at 0.23 ns
* RePlAce Congestion at 0.711
* Slew Limit Fails at 0
* DRC viols at 0
* Vias in the first global route at 469
* Reg2reg start: counter[0]
* Area after DPL at 795 sq um
* Count of library flops with an enable pin at 4
* Worst Path Arrival at 1.75 ns
* Post-route cell area at 840 sq um
* Ys flops at 10
* Total gr overflow at 0
* Max Freq at 355 MHz
* Top cells by area: dfxtp_1 19%, edfxtp_1 19%, mux2i_1 4.7%, o21ai_0 4.7%, nor2_1 4.1%
* Min-Delay Endpoint: counter[0]
* Antenna Cells at 0
* Crit path launch type: flop
* Post-synth seq share at 0.374
* Via count at 502
* Clk Tree Root Cell: clkbuf_8
* Reg2reg end: digit[2]
* Finish-stage setup viols at 0
* Row count at 24
* Core region area at 4350 sq um
* Max cap viols at 0
* YS warnings at 1
* CTS sink count at 10
* Die ar. at 7570 sq um
* Non-Filler Instances at 135
* Routed WL per cell at 9.10 um
==> registers in the layout, summed over array words and instances (netlist names) <==
signal / count
digit: 4
counter: 2
an: 4
==> layer usage <==
metal,vias up,GRT usage,wire [um]
met5,-,0,0
met3,2,0.0217,135
met1,217,0.0434,586
met2,14,0.0480,494
li1,269,-,-
met4,0,0.00589,13
==> worst max path at each step <==
stage	startpoint	endpoint
CTS	digit[0]	seg[1]
global route	digit[0]	seg[1]
finish	digit[0]	seg[1]
==> synth_stat cells (2+ instances only) <==
master / n
mux2i_1: 3
clkbuf_1: 2
and3b_1: 2
nor2_1: 7
inv_1: 4
dfxtp_1: 6
nor3b_1: 2
nor3_1: 2
nand2_1: 5
o21ai_0: 6
mux2_2: 2
a21oi_1: 5
buf_4: 3
nand3_1: 2
xor2_1: 3
edfxtp_1: 4
buf_6: 2
==> power by group through the flow <==
stage	Combinational [mW]	Clock, mW	Sequential (mW)
CTS	0.0111	0.0799	0.0847
global route	0.0125	0.0863	0.0851
finish	0.0108	0.0772	0.0846
==> cell type report <==
| class | instances | area share |
|---|---|---|
| Multi-Input combinational cell | 51 | 0.398 |
| Inverter | 4 | 0.0179 |
| Tap cell | 52 | 0.0775 |
| Clock buffer | 3 | 0.0492 |
| Clock inverter | 1 | 0.00447 |
| Sequential cell | 10 | 0.286 |
| Timing Repair Buffer | 14 | 0.167 |
==> critical path: stages (launching register included) <==
cell             delay (ns)
edfxtp_1               0.48
nor4b_1                0.40
o21bai_1               0.16
clkdlybuf4s50_1        0.48
==> logic make-up (layout without fill, tap and decap cells) <==
logic type,Yosys count,after routing,synth area share
buffers and inverters,11,22,0.105
AND/OR/NAND/NOR,26,26,0.226
adder cells (fa/ha/maj),1,1,0.0195
AND-OR/OR-AND,14,14,0.133
flip-flops,10,10,0.374
other,1,1,0.00584
multiplexers,5,5,0.0819
XOR/XNOR,4,4,0.0546
No activity file was given, so power comes from the tool's default toggle rates.
