==> flow/design.v <==
module sevensegmodded(
    input clk,                              
    input  [3:0] number,
    output reg [6:0] seg,      
    output reg [3:0] an        
);
    reg [23:0] counter = 0;
    reg [3:0] combo = 4'b0000;
    always @(posedge clk) begin
        counter <= counter + 1;                 
        if(counter == 0) begin
            an = {an[2],an[1],an[0],an[3]};    
        end
        case(an)
            4'b1110: begin
                if (number[0] == 1)begin      
                    combo = 4'd1;
                end else if( number[0] == 0) begin
                    combo = 4'd0;
                end
            end
            4'b1101: begin
                if (number[1] == 1)begin      
                    combo = 4'd2;
                end else if( number[0] == 0) begin
                    combo = 4'd0;
                end
            end
            4'b1011: begin
                if (number[2] == 1)begin      
                    combo = 4'd4;
                end else if( number[0] == 0) begin
                    combo = 4'd0;
                end
            end
            4'b0111: begin
                if (number[3] == 1)begin      
                    combo = 4'd8;
                end else if( number[0] == 0) begin
                    combo = 4'd0;
                end
            end
        endcase
    end
    always @(*) begin
        case(combo)
        4'd0: seg = 7'b1000000;  
        4'd8: seg = 7'b1000111;  
        4'd4: seg = 7'b1000110;  
        4'd2: seg = 7'b0101111;  
        4'd1: seg = 7'b0100011;  
        default: seg = 7'b1000000;  
        endcase
    end
endmodule
==> flow/run.sh <==
#!/bin/bash
# OpenROAD 26Q1-2900-gdf79404cd8, Yosys 0.63+post, stock flow scripts
make -C /OpenROAD-flow-scripts/flow DESIGN_CONFIG=/design/flow/config.mk WORK_HOME=/design/flow/orfs finish
==> flow/config.mk <==
export PLATFORM = sky130hd
export DESIGN_NAME = sevensegmodded
export DESIGN_NICKNAME = sevensegmodded
export VERILOG_FILES = /design/flow/design.v
export SDC_FILE = /design/flow/constraint.sdc
export NUM_CORES = 4
export LEC_CHECK = 1
export CORE_AREA = 10 10 109 109
export DIE_AREA = 0 0 119 119
==> flow/constraint.sdc <==
current_design sevensegmodded

set clk_period 4.1
set clk_io_pct 0.2

create_clock -name clk0 -period $clk_period [get_ports {clk}]

set non_clock_inputs [all_inputs -no_clocks]
set_input_delay [expr $clk_period * $clk_io_pct] -clock clk0 $non_clock_inputs
set_output_delay [expr $clk_period * $clk_io_pct] -clock clk0 [all_outputs]
==> results.toml <==
# yosys + openroad results
[yosys]
synth_top_area_share_pct = 33.79
ys_warn_count = 1
syn_area_sq_um = 1659
ys_seq_share_pct = 41.03
ys.flops = 32
flop_cell = "dfxtp_1"
topCellsByArea = "dfxtp_1 34%, xnor2_1 7.9%, edfxtp_1 7.2%"
synth_cells = 172
ys_cells = 172
common_cells = "28 x dfxtp_1, 16 x nand2_1, 15 x xnor2_1, 11 x nor2_1"
yosys.area.top_type = "dfxtp_1"
ys_area_sq_um = 1659
avgSynthCellArea_sq_um = 9.646
edf_count = 4
synthArstFlopShare_pct = 0
synth_cell_types = 43
top_cell = "dfxtp_1"

[clock_network]
cts_tree = "yes"
cts_root_buf = "clkbuf_8"
postCtsHoldBufs = 0
cts_setup_buffers = 0
clkTransAtPathRegs_ns = 0.06
cts_resized = 0
clock_latency_ns = 0.28
clkSinkCount = 32
h-tree-depth = 2
ctsLongestPathBuffers = 2
numCtsBuffers = 5

[timing]
rsz0062_at_grt = "no"
fin_hold_ws_ns = 0.4550
finalSetupViolCount = 0
finalClockPeriodUsage_pct = 67.95
tns_ns = 0
slew_viol_final = 0
fin_skew_ns = 0.004193
fin_crit_ns = 2.786
fmax_ghz = 0.3589
finalHoldViolCount = 0

[detailed_routing]
drc = 0
wl_met2_mm = 1.299
wire_per_inst_um = 9.778
vias = 1258
wl_met1_mm = 1.541
met3WireLength_um = 228
antennaDiodeCount = 0
vias_per_cell = 3.883
routed.top_layer = "met4"
first_pass_iters = 4
detail-route-antenna-nets = 0
drt_iter0_drc = 85
postRouteWirelength_mm = 3.168

[finish]
layout-drive-gt1-share_pct = 9.948
syn_to_final_growth_pct = 23.61
fillers = 1046
post-route-cell-area_sq_um = 2051

[worst_setup_path]
endpoint_kind = "primary output"
cp_slowest_cell = "edfxtp_1"
crit_chain = "or2_2, a211oi_1, a21o_1, clkdlybuf4s50_1"
worstPathRequired_ns = 3.28
cpPeakStageDelay_ns = 0.47
worstSetupStartpointType = "flip-flop"
critPathMaxFanout = 6
reg2regPathDepth = 7
critical_path_arrival_ns = 1.97
criticalPathCategory = "flip-flop to primary output"

[pwr]
p_leak_uw = 0.0007279
power.density_nw_per_um2 = 282.6
peakVddDrop_v = 0.0001138

[global_routing]
grt_max_degree = 11
grt-ovfl-total = 0
antenna_found_initial = 0
grt_pass1_vias = 1196
grtUsageTotal_pct = 4.559
grt_first_pass_wirelength_mm = 5.651

[die]
io_pins = 16
num_rows = 36
core-area_sq_um = 9639
fp_util_pct = 17.21
die.size.y_um = 119
chipArea_sq_um = 14160
die_w_um = 119

[place]
dp_hpwl_mm = 2.385
port_buffers = 14
place.gp.congestion = 0.8327
dpl-instance-area_sq_um = 1954

[job]
cap_violations = 0
warnings = 26

[hold_path]
holdPathStages = 1
hp-class = "flip-flop to flip-flop"

[run_status]
status = "finished clean"
-- area by class of cell --
class,count,area (sq um),share of cell area [%]
clock buffer,7,96.34,4.698
inverter,6,22.52,1.098
multi-input combinational,132,944.7,46.06
sequential,32,680.7,33.19
tap,133,166.4,8.115
timing repair buffer,14,140.1,6.833
-- power by group --
part	switching (uW)	leakage [uW]	internal [uW]
logic	3.10	0.000418	5.51
clock network	105	0.0000503	149
registers	0	0.000260	317
total	108	0.000728	471
-- final timing paths --
check / slack [ns] / to / start
max reg2reg: 1.96 / combo[0]$_DFFE_PP_ / counter[0]$_DFF_P_
min: 0.46 / counter[0]$_DFF_P_ / counter[0]$_DFF_P_
min reg2reg: 0.46 / counter[0]$_DFF_P_ / counter[0]$_DFF_P_
max: 1.31 / seg[1] / combo[1]$_DFFE_PP_
-- stage by stage --
step	cells	total power [uW]	utilization, %	setup WS [ns]
6_report	324	579.5	21.27	1.314
5_1_grt	324	602.9	21.27	1.195
4_1_cts	324	589.1	21.27	1.283
3_5_place_dp	317	332.2	20.28	1.596
3_3_place_gp	317	332.2	20.28	1.641
2_1_floorplan	172	327.3	-	2.215
-- critical path: cells and delay by family, from the launching register on --
| family | cells | cell delay (ns) |
|---|---|---|
| simple gates | 1 | 0.35 |
| buf+inv | 1 | 0.46 |
| flops | 1 | 0.47 |
| compound gates | 2 | 0.41 |
-- flip-flops by register name, summed over array words and instances, names as in the netlist --
signal and cells:
combo 4, an 4, counter 24
-- cell usage in the layout, fill, tap and decap left out, types with 2 or more instances in the layout --
cell type,Yosys,final
nor4_4,3,3
nand2b_1,4,4
mux2_1,5,5
dfxtp_1,28,28
or2_2,3,3
nor2_1,11,11
nor4_1,2,2
ha_1,2,2
and3_1,5,5
o22ai_1,2,2
edfxtp_1,4,4
or3_1,3,3
nor3_1,4,4
xor2_1,9,9
o21ai_0,5,5
and4_1,3,3
xnor2_1,15,15
inv_1,6,6
nand3_1,9,9
nor2b_1,2,2
a21oi_1,2,2
nand2_1,16,16
and2_1,2,2
nand4_1,4,4
a32oi_1,2,2
clkdlybuf4s50_1,0,14
o21bai_1,3,3
clkbuf_8,0,7
a211oi_1,2,2
-- kinds of logic after synthesis --
logic type	synth area share [%]
mux	3.393
simple gates	29.03
xor+xnor	12.67
compound gates	10.11
buf+inv	2.036
flops	41.03
other cells	0.2260
fa+ha+maj	1.508
-- metal layers --
metal | global-route usage [%] | vias to the layer above
met4 | 1.145 | 0
li1 | - | 654
met2 | 6.674 | 24
met1 | 6.246 | 569
met3 | 1.679 | 11
met5 | 0 | -
Power and IR drop assume default switching activity.
